===== design/flow/design.v =====
module ASYNC_FIFO #(
    parameter RAM_WIDTH = 8,                     
    parameter RAM_DEPTH = 256                    
)(
    input                               rst_n                   ,
    input                               write_clk               ,
    input                               write_en                ,
    input           [RAM_WIDTH  -1:0]   write_data              ,
    input                               read_clk                ,
    input                               read_en                 ,
    output  reg     [RAM_WIDTH  -1:0]   read_data               ,
    output  wire                        fifo_empty              ,
    output  wire                        fifo_full   
);
    parameter       ADDR_WIDTH =$clog2(RAM_DEPTH)               ;     
    reg             [ADDR_WIDTH   :0]   write_pointer           ;
    wire            [ADDR_WIDTH -1:0]   write_addr              ;
    reg             [ADDR_WIDTH   :0]   read_pointer            ;
    wire            [ADDR_WIDTH -1:0]   read_addr               ;
    wire                                write_en_ram            ;
    wire                                read_en_ram             ;
    wire            [ADDR_WIDTH   :0]   write_pointer_gray      ;
    wire            [ADDR_WIDTH   :0]   read_pointer_gray       ;
    reg             [ADDR_WIDTH   :0]   write_pointer_gray_d    ; 
    reg             [ADDR_WIDTH   :0]   write_pointer_gray_d_d  ;
    reg             [ADDR_WIDTH   :0]   read_pointer_gray_d     ; 
    reg             [ADDR_WIDTH   :0]   read_pointer_gray_d_d   ;
        DUAL_PORT_RAM #(
            .RAM_WIDTH  (RAM_WIDTH  ),
            .RAM_DEPTH  (RAM_DEPTH  )
        ) RAM (
            .write_clk  (write_clk  ),
            .write_en   (write_en   ),
            .write_addr (write_addr ),
            .write_data (write_data ),
            .read_clk   (read_clk   ),
            .read_en    (read_en    ),
            .read_addr  (read_addr  ),
            .read_data  (read_data  )
        );
assign write_addr = write_pointer[ADDR_WIDTH-1 :0];    
assign read_addr  = read_pointer [ADDR_WIDTH-1 :0];    
assign write_en_ram = write_en && !fifo_full;   
assign read_en_ram  = read_en  && !fifo_empty;
always @(posedge write_clk or negedge rst_n) begin
    if (!rst_n)
        write_pointer <= 'd0;
    else 
        if (write_en && !fifo_full) 
            write_pointer <= write_pointer + 1'b1;
        else                            
            write_pointer <= write_pointer;
end
always @(posedge read_clk or negedge rst_n) begin
    if (!rst_n)
        read_pointer <= 'd0;
    else 
        if (read_en && !fifo_empty) 
            read_pointer <= read_pointer + 1'b1;
        else                            
            read_pointer <= read_pointer;
end
assign write_pointer_gray = write_pointer ^ (write_pointer>>1);
assign read_pointer_gray  = read_pointer  ^ (read_pointer >>1);
always @(posedge read_clk or negedge rst_n) begin
    if (!rst_n) begin
        write_pointer_gray_d   <= 'd0;
        write_pointer_gray_d_d <= 'd0;
    end
    else begin
        write_pointer_gray_d   <= write_pointer_gray;
        write_pointer_gray_d_d <= write_pointer_gray_d;
    end
end
always @(posedge write_clk or negedge rst_n) begin
    if (!rst_n) begin
        read_pointer_gray_d   <= 'd0;
        read_pointer_gray_d_d <= 'd0;
    end
    else begin
        read_pointer_gray_d   <= read_pointer_gray;
        read_pointer_gray_d_d <= read_pointer_gray_d;
    end
end
assign fifo_empty = read_pointer_gray == write_pointer_gray_d_d;
assign fifo_full  = write_pointer_gray == {~read_pointer_gray_d_d[ADDR_WIDTH :ADDR_WIDTH-1], read_pointer_gray_d_d[ADDR_WIDTH-2:0]};
endmodule 
module DUAL_PORT_RAM # (
    parameter RAM_WIDTH = 8,     
    parameter RAM_DEPTH = 256,   
    parameter ADDR_WIDTH = 8     
)(
    input                               write_clk,
    input                               write_en,
    input           [ADDR_WIDTH-1:0]    write_addr,
    input           [RAM_WIDTH -1:0]    write_data,
    input                               read_clk,
    input                               read_en,
    input           [ADDR_WIDTH-1:0]    read_addr,
    output  reg     [RAM_WIDTH -1:0]    read_data     
);
reg [RAM_WIDTH -1:0] RAM [RAM_DEPTH -1:0];
always@ (posedge write_clk) begin
    if (write_en) begin
        RAM[write_addr] <= write_data;
    end
end
always@ (posedge read_clk) begin
    if (read_en) begin
        RAM[read_addr] <= read_data;
    end
end
endmodule 

===== design/flow/run.sh =====
#!/bin/bash
# OpenROAD 26Q1-2900-gdf79404cd8, Yosys 0.63+post, stock flow scripts
make -C /OpenROAD-flow-scripts/flow DESIGN_CONFIG=/design/flow/config.mk WORK_HOME=/design/flow/orfs finish

===== design/flow/config.mk =====
export PLATFORM = sky130hd
export DESIGN_NAME = ASYNC_FIFO
export DESIGN_NICKNAME = ASYNC_FIFO
export VERILOG_FILES = /design/flow/design.v
export SDC_FILE = /design/flow/constraint.sdc
export NUM_CORES = 4
export LEC_CHECK = 1
export CORE_UTILIZATION = 50

===== design/flow/constraint.sdc =====
current_design ASYNC_FIFO

set clk_period 4.0
set clk_io_pct 0.2

create_clock -name clk0 -period $clk_period [get_ports {read_clk}]
create_clock -name clk1 -period $clk_period [get_ports {write_clk}]

set non_clock_inputs [all_inputs -no_clocks]
set_input_delay [expr $clk_period * $clk_io_pct] -clock clk0 $non_clock_inputs
set_output_delay [expr $clk_period * $clk_io_pct] -clock clk0 [all_outputs]

==> results.cfg <==
; synthesis and place-and-route metrics
[synthesis]
yosys_warnings = 10
synth_area_per_cell_um2 = 14.4
postSynthCellCount = 148
yosysCellCount = 148
yosys_area_mm2 = 0.00213
ys.flops = 54
synth_seq_share_pct = 63.5
netlist_area_mm2 = 0.00213
yosys.cell_types.count = 18

[status]
outcome = finished clean

[job]
max_cap_violations = 0
log.warning_count = 34

[sta]
rsz0062_at_grt = no
max_slew.worst_pin.slew_ns = 0.648
max-slew-margin-rel_pct = 56.8
tns_ns = 0
finalHoldViolCount = 0
slew_viol_final = 0
setup_viol = 0
finalClockSkew_ns = 0.00815
whs_ns = 0.344

[floorplanning]
die_width_um = 67.3
ios = 23
die_h_um = 67.3
floorplan.core_util_pct = 52.5
core_region_area_mm2 = 0.00406
rows = 23
chipArea_mm2 = 0.00452

[cts]
cts_sinks = 54
tritoncts = built
cts-resized-gates = 0
cts.clk_slew.worst_paths_ns = 0.10
holdBufCountCts = 0
post-cts-setup-buffer-count = 0

[worst_setup_path]
worst_setup_path_start_kind = flip-flop
crit_cells = 5
path_buffers = 1
cp-end-kind = output pin
r2r_cells = 6
cp.arrival_ns = 2.43
cp-endpoint = fifo_empty
cp_max_fo = 9
path_delay_family = simple AND/OR/NAND/NOR gates
regToRegSetupSlack_ns = 1.73
critPathLaunch = read_pointer[0]$_DFFE_PN0P_
timing.rr.end = read_pointer[1]$_DFFE_PN0P_
crit_chain = ha_1 > xnor2_1 > nand4_1 > nor3_2 > clkdlybuf4s50_1
worstPathRequired_ns = 3.20
cp_slowest_cell = clkdlybuf4s50_1
critPathKind = flip-flop to output pin
cpPeakStageDelay_ns = 0.56
reg2reg_from = read_pointer[0]$_DFFE_PN0P_

[routing]
drt_wl_total_um = 3150
first_pass_iters = 4
vias = 1036
drtIter0Drc = 61
diodes = 0
routed_via_density = 4.91
wl_per_cell_um = 14.9
post-route-drc-count = 0
drtAntennaViolNets = 0

[global_route]
gr-total-overflow = 0
grt_pass1_wl_um = 5400
grt_usage_pct = 17.3
antenna_found_initial = 0
grt_max_degree = 55
grt_pass1_vias = 1089

[final_layout]
design_area_mm2 = 0.00231
area_growth_pct = 8.46
final_cell_mix = 54 x dfrtp_1, 20 x xnor2_1, 16 x xor2_1
drive_gt1_share_pct = 9.32
lay_top_count = dfrtp_1

[power_and_ir_drop]
fin_total_pwr_mw = 1.77
ir_worst_vdd_v = 0.000401
p_per_area_mw_per_mm2 = 767
leakagePower_nw = 1.12

[worst_hold_path]
hp-class = flip-flop to flip-flop

[placed_design]
port_buffers = 5
dpl-instance-area_mm2 = 0.00221
place.gp.congestion = 0.893
dp_hpwl_um = 2250
## metrics by stage
step / setup slack [ns] / util [%] / instances
2_1_floorplan: 1.89 / - / 155
3_3_place_gp: 1.00 / 54.5 / 203
3_5_place_dp: 1.06 / 54.5 / 203
4_1_cts: 0.710 / 56.9 / 211
5_1_grt: 0.591 / 56.9 / 211
6_report: 0.769 / 56.9 / 211
## power by group
group	switching, mW	internal [mW]
registers	0.123	0.755
logic	0.280	0.296
clock network	0.173	0.144
total	0.576	1.19
## layout make-up
type | instances | area (um^2)
Fill cell | 325 | 1750
Sequential cell | 54 | 1350
Multi-Input combinational cell | 93 | 744
Clock buffer | 6 | 82.6
Tap cell | 50 | 62.6
Timing Repair Buffer | 6 | 52.6
Clock inverter | 2 | 16.3
## metal layers
layer / GRT usage, % / wire (um) / part of all wire [%] / vias up
met2: 23.9 / 1410 / 45 / 13
li1: - / - / - / 502
met3: 4.11 / 111 / 3.5 / 4
met4: 3.72 / 48 / 1.5 / 0
met1: 29.5 / 1580 / 50 / 517
met5: 0 / 0 / 0 / -
## worst min path at each step
| stage | start | endpoint | slack (ns) | cells past startpoint |
|---|---|---|---|---|
| 4_1_cts | read_pointer_gray_d[6]$_DFF_PN0_ | read_pointer_gray_d_d[6]$_DFF_PN0_ | 0.34 | 0 |
| 5_1_grt | write_pointer_gray_d[6]$_DFF_PN0_ | write_pointer_gray_d_d[6]$_DFF_PN0_ | 0.36 | 0 |
| 6_report | read_pointer_gray_d[6]$_DFF_PN0_ | read_pointer_gray_d_d[6]$_DFF_PN0_ | 0.34 | 0 |
## cells in the mapped netlist
| cell type | number | area [um^2] |
|---|---|---|
| dfrtp_1 | 54 | 1350 |
| xnor2_1 | 20 | 175 |
| xor2_1 | 16 | 140 |
| ha_1 | 14 | 175 |
| buf_4 | 8 | 60.1 |
| nor2_1 | 8 | 30.0 |
| nand4_1 | 6 | 37.5 |
| nand3_1 | 5 | 25.0 |
| nand2_1 | 4 | 15.0 |
| nor3_1 | 3 | 15.0 |
| nand3b_1 | 2 | 15.0 |
| nor3b_1 | 2 | 15.0 |
| conb_1 | 1 | 3.75 |
| mux2_2 | 1 | 11.3 |
| mux2_4 | 1 | 15.0 |
| nand2b_4 | 1 | 13.8 |
| nor3_2 | 1 | 10.0 |
| o31ai_4 | 1 | 21.3 |
## registers in the layout, summed over array words and instances (netlist names)
signal / cells
read_pointer_gray_d: 9
write_pointer: 9
write_pointer_gray_d: 9
read_pointer: 9
read_pointer_gray_d_d: 9
write_pointer_gray_d_d: 9
## logic make-up after synthesis
kind of cell | share of synthesized area [%]
buffers and inverters | 2.82
XOR/XNOR | 14.8
other | 0.176
flip-flops | 63.5
AND-OR/OR-AND | 0.999
adder cells (fa/ha/maj) | 8.23
multiplexers | 1.23
AND/OR/NAND/NOR | 8.28
Power is estimated from default activity; no workload was simulated.
